### /design/flow/config.mk
export PLATFORM = sky130hd
export DESIGN_NAME = tiny_encryption_algorithm
export DESIGN_NICKNAME = tiny_encryption_algorithm
export VERILOG_FILES = /design/flow/design.v
export SDC_FILE = /design/flow/constraint.sdc
export NUM_CORES = 4
export LEC_CHECK = 1
export CORE_UTILIZATION = 40
### /design/flow/constraint.sdc
current_design tiny_encryption_algorithm

set clk_period 19.1
set clk_io_pct 0.2

create_clock -name clk0 -period $clk_period [get_ports {clk}]

set non_clock_inputs [all_inputs -no_clocks]
set_input_delay [expr $clk_period * $clk_io_pct] -clock clk0 $non_clock_inputs
set_output_delay [expr $clk_period * $clk_io_pct] -clock clk0 [all_outputs]
### /design/flow/design.v
module tiny_encryption_algorithm(
     input              clk,         
   input              rst_n,       
   input              key_valid,   
   input              ptxt_valid,  
   input      [63:0]  ptxt,        
   input      [127:0] key,         
   output reg [63:0]  ctxt,        
   output reg         ctxt_ready  
);
localparam DELTA = 32'h9e3779b9;  
reg ctxt_ready_temp;
initial begin
    ctxt_ready = 1'b0;
    ctxt = 64'b0;
end
reg [31:0] key0, key1, key2, key3;
reg [31:0] sum=32'b0;
wire [63:0] round_output;
reg [63:0] in;
reg [63:0] out = 64'b0;
integer round = 0;
reg [1:0] star;
localparam s0 = 2'b00;
localparam s1 = 2'b01;
localparam s2 = 2'b10;
always_ff @(posedge clk or negedge rst_n)begin
    if (!rst_n)begin
		 key0 <= 32'b0;
       key1 <= 32'b0;
		 key2 <= 32'b0;
		 key3 <= 32'b0;
		 sum <= 32'b0;
		 in <= 64'b0;
		 round <= 0;
		 ctxt_ready_temp <= 1'b0;
		 out <= 64'b0;
       star <= s0;
    end
    else begin
        case(star)
            s0: begin
                star <= (key_valid && ptxt_valid) ? s1 : s0;
            end
            s1: begin
                    round <= 0;
                    key0 <= key[127:96];
                    key1 <= key[95:64];
                    key2 <= key[63:32];
                    key3 <= key[31:0];
                    sum <= DELTA;
					ctxt_ready_temp <= 1'b0;
					out <= 64'b0;
                    in <= ptxt;
                    star <= s2;
            end
            s2: begin
                in<=round_output;
                sum <= sum+DELTA;
					if (round == 32)begin
						ctxt_ready_temp <= 1'b1;
						out <= in;
						star <= s0;
						end
                    else round <= round + 1;
            end
        default: star <= s0;
        endcase
     end
end
always @(ctxt_ready_temp or out) begin
	ctxt = out;
	ctxt_ready = ctxt_ready_temp;
end
tea_round tiny_encryption_algorithm_round_i(
.in(in),
.key0(key0),
.key1(key1),
.key2(key2),
.key3(key3),
.sum(sum),
.out(round_output)
);
endmodule
module tea_round(
    input [63:0] in,
input [31:0] key0,
input [31:0] key1,
input [31:0] key2,
input [31:0] key3,
input [31:0] sum,
output [63:0] out
);
wire [31:0] uround_temp, lround_temp;
round uround(
.v0(in[63:32]),
.v1(in[31:0]),
.key0(key0),
.key1(key1),
.sum(sum),
.out(uround_temp)
);
round lround(
    .v0(in[31:0]),
    .v1(uround_temp),
    .key0(key2),
    .key1(key3),
    .sum(sum),
    .out(lround_temp)
);
assign out = {uround_temp, lround_temp};
endmodule
module round(
    input [31:0] v0,
    input [31:0] v1,
    input [31:0] key0,
    input [31:0] key1,
    input [31:0] sum,
    output [31:0] out
);
wire [31:0] v1_shifted_sx;
wire [31:0] v1_shifted_dx;
shift_sx shift_l(
    .in(v1),
    .out(v1_shifted_sx)
);
shift_dx shift_d (
    .in(v1),
    .out(v1_shifted_dx)
);
wire [31:0] add_tmp_0;
wire [31:0] add_tmp_1;
wire [31:0] add_tmp_2;
add_op add_0(
    .op1(v1_shifted_sx),
    .op2(key0),
    .res(add_tmp_0)
);
add_op add_1(
    .op1(v1),
    .op2(sum),
    .res(add_tmp_1)
);
add_op add_2(
    .op1(v1_shifted_dx),
    .op2(key1),
    .res(add_tmp_2)
);
wire [31:0] xor_tmp;
xor_op xor_(
    .op1(add_tmp_0),
    .op2(add_tmp_1),
    .op3(add_tmp_2),
    .res(xor_tmp)
);
wire[31:0] out_tmp;
add_op add_3(
    .op1(v0),
    .op2(xor_tmp),
    .res(out_tmp)
);
assign out = out_tmp;
endmodule
module shift_sx(
    input [31:0] in,
    output [31:0] out
);
assign out = in << 4;
endmodule
module shift_dx(
    input [31:0] in,
    output [31:0] out
);
assign out = in >>5;
endmodule
module add_op(
    input [31:0] op1,
    input [31:0] op2,
    output [31:0] res
);
assign res = op1 + op2;
endmodule
module xor_op (
    input [31:0] op1,
    input [31:0] op2,
    input [31:0] op3,
    output [31:0] res
);
assign res = op1^op2^op3;
endmodule
### /design/flow/run.sh
#!/bin/bash
# OpenROAD 26Q1-2900-gdf79404cd8, Yosys 0.63+post, stock flow scripts
make -C /OpenROAD-flow-scripts/flow DESIGN_CONFIG=/design/flow/config.mk WORK_HOME=/design/flow/orfs finish
==> GITHUB_STEP_SUMMARY <==
## Synthesis and layout report

| Metric | Value |
|---|---|
| DRT antenna net count | `0` |
| Inst Count DP | `3795` |
| Hold Crit Depth | `1` |
| Num rows | `91` |
| Yosys Instances | `2759` |
| Share of cells above drive strength 1 | `8.00%` |
| Mapped Cells | `2759` |
| CTS tree | `built` |
| Log Warnings | `42` |
| Vias in the first global route | `20900` |
| Switching Share | `21.9%` |
| FP Core Util | `40.8%` |
| WL/cell | `20.2 um` |
| Transition time of the tightest slew-check pin | `0.868 ns` |
| Yosys Chip Area | `25400 sq um` |
| CP dominant cell by count | `o21ai_0` |
| Yosys top cell by instances | `dfrtp_1` |
| Tally of unique sky130hd cells used after synthesis | `81` |
| I/O pins | `261` |
| Slowest-stage cell, CP | `dfrtp_1` |
| Via Count | `21100` |
| Comb power frac | `3.8%` |
| Psw | `0.000335 W` |
| Crit. End Element | `flip-flop` |
| Max_slew headroom | `41.7%` |
| Arr. time, crit path | `10.17 ns` |
| Critical path fanouts, max | `7` |
| Core ar. | `62200 sq um` |
| Total Die Area | `64400 sq um` |
| Maximum vdd drop | `0.0503 mV` |
| Final setup fails | `0` |
| HP Class | `flip-flop to flip-flop` |
| CTS Buffer Depth | `3` |
| Reg-to-reg startpoint | `in[5]` |
| Post-layout min period | `9.75 ns` |
| CP delay by family, top | `AND-OR/OR-AND gates` |
| Max-slew violations | `0` |
| Final GP Congestion | `0.929` |
| Hold Vio Cnt, Final | `0` |
| Setup bufs post-CTS | `0` |
| Post-detailed-routing wire length | `78000 um` |
| LEAKAGE | `13.6 nW` |
| Largest area contributor in the netlist | `dfrtp_1` |
| Flop pwr share | `44.9%` |
| Max Clk Rate | `0.103 GHz` |
| Inserted Clock Buffers | `39` |
| CP Buf/Inv Count | `3` |
| Sink Count | `324` |
| Pin count of the biggest net entering global routing | `109` |
| Global-route wire length before repair | `121000 um` |
| H-tree levels | `2` |
| Status | `finished, final reports clean` |
| First-pass DRT Iterations | `5` |
| Cts hold-fix bufs | `0` |
| Max-cap viol count | `0` |
| DP Wirelength | `61200 um` |
| Via-to-Cell Ratio | `5.47` |
| Post-Route Setup TNS | `0 ns` |
| Layout area overhead | `19.0%` |
| Die height | `254 um` |
| Worst Reg-to-Reg Cells | `43` |
| IO Port Bufs | `260` |
| Required time worst endpoint | `19.52 ns` |
| Origin of the worst setup path | `in[5]` |
| Kind of start point of the critical path | `flip-flop` |
| Total grt overflow | `0` |
| Layout Skew | `0.0283 ns` |
| Crit path capture | `in[31]` |
| Synth Register Bits | `324` |
| CP Depth | `43` |
| R2R Setup Slk | `9.35 ns` |
| Power Dens Cells | `50.6 nW/um^2` |
| Iter 0 DRT Violations | `1366` |
| Clock latency on the worst-skew pair | `0.59 ns` |
| Setup CP Type | `flip-flop to flip-flop` |
| Synth Seq Share | `32.0%` |
| Share of power burned in the clock network | `51.3%` |
| Synth area leaders | `dfrtp_1 32%, ha_1 12%, xnor2_1 11%, mux2_2 5.6%, o21ai_0 5.1%` |
| Mapped Area | `25400 sq um` |
| PostCTS Resize Cnt | `0` |
| GRT Util Overall | `25.3%` |
| Int Power | `0.00119 W` |
| Remaining routing DRC violations | `0` |
| Period utilization | `51.0%` |
| CTS Root Cell | `clkbuf_16` |
| RSZ-0062 raised after global routing | `false` |
| Reg2Reg Capture Point | `in[31]` |
| Asr flop ratio synth | `100%` |
| Ys Warns | `1` |
| Dominant cell area share | `31.9%` |
| Top cells by count, synth | `323 x dfrtp_1, 315 x nand2_1, 310 x xnor2_1, 257 x o21ai_0, 249 x ha_1` |
| Main flop type | `dfrtp_1` |
| Chip Width | `254 um` |
| Clk slew on worst S/H paths | `0.06 ns` |
| Slowest stage delay, CP | `0.52 ns` |
| Mean Syn Cell Area | `9.19 sq um` |
| Initial antenna violation count | `2` |
| EDFF count, synth | `0` |
| Non-filler instance count after layout | `3864` |
state kept, by name, indices dropped and copies added (netlist names):
signal,count
ctxt_ready_temp,1
in,64
star,3
sum,32
key3,32
out,64
key1,32
round,32
key0,32
key2,32
layout make-up:
class / count / area, sq um
Multi-Input combinational cell: 2303 / 16700
Sequential cell: 324 / 8120
Fill cell: 5729 / 32000
Antenna cell: 1 / 2.50
Tap cell: 837 / 1050
Clock inverter: 14 / 240
Clock buffer: 54 / 1090
Inverter: 55 / 206
Timing Repair Buffer: 276 / 2740
per-layer routing:
metal	global-route usage [%]	routed length, um
met1	40.2	38200
met2	36.4	33400
met3	5.34	4850
met4	4.53	1550
met5	0	13
cells in the final DEF, fill, tap and decap left out, drive strengths merged, types with 58 or more instances in the layout:
cell type / instances
xnor2: 311
nand2: 315
mux2i: 73
mux2: 125
inv: 58
ha: 249
o21ai: 261
nor2: 98
a21o: 122
dfrtp: 323
a21oi: 205
clkdlybuf4s50: 259
power groups by stage:
stage,Sequential [W],Combinational (W),Clock (W)
4_1_cts,0.000686,0.0000594,0.000805
5_1_grt,0.000686,0.0000625,0.000834
6_report,0.000687,0.0000575,0.000784
stage by stage:
step | cell area, sq um | utilization (%) | power, W | hold slack, ns | worst slack [ns]
floorplan | 25400 | - | 0.000700 | 0.426 | 10.92
global placement | 28900 | 46.4 | 0.000758 | 0.463 | 9.61
detailed placement | 28900 | 46.4 | 0.000758 | 0.469 | 9.54
CTS | 30200 | 48.6 | 0.00155 | 0.482 | 9.44
global route | 30200 | 48.6 | 0.00158 | 0.501 | 8.60
finish | 30200 | 48.6 | 0.00153 | 0.477 | 9.35
logic make-up after synthesis:
group / after synthesis / synth area share (%)
adders and majority gates: 257 / 12.9
xor gates and xnor gates: 370 / 12.9
buffers and inverters: 132 / 2.03
AOI/OAI and AO/OA: 775 / 18.7
muxes: 198 / 8.43
and+or+nand+nor: 703 / 13.0
DFF: 324 / 32.0
worst min path at each step:
stage	end	from	slack [ns]
after CTS	ctxt_ready_temp	ctxt_ready_temp	0.48
after global routing	ctxt_ready_temp	ctxt_ready_temp	0.50
final	ctxt_ready_temp	ctxt_ready_temp	0.48
Power is estimated from default activity; no workload was simulated.
